==> flow/constraint.sdc <==
current_design stepper_corexy_new

set clk_period 20.1
set clk_io_pct 0.2

create_clock -name clk0 -period $clk_period [get_ports {clk}]

set non_clock_inputs [all_inputs -no_clocks]
set_input_delay [expr $clk_period * $clk_io_pct] -clock clk0 $non_clock_inputs
set_output_delay [expr $clk_period * $clk_io_pct] -clock clk0 [all_outputs]
==> flow/design.v <==
 module stepper_corexy_new(
						input 	wire 				clk, 
						input		wire	[31:0]	stepper_step_in_1,						
						input		wire	[31:0]	stepper_speed_1,
						input		wire	[31:0]	stepper_step_in_2,						
						input		wire	[31:0]	stepper_speed_2,
						input		wire				stepper_enable,
						input		wire				xmin,
						input		wire				xmax,
						input		wire				ymin,
						input		wire				ymax,
						input		wire 				start_driving,
						output 	wire 				step_signal_1, 
						output	wire				dir_1,
						output 	wire 				step_signal_2, 
						output	wire				dir_2,
						output	wire				steppers_driving,
						output 	wire 	[31:0] 	stepper_step_out_1,
						output 	wire 	[31:0] 	stepper_step_out_2);
	reg [30:0] 	n_1	 						= 0;
	reg [31:0] 	m_1	 						= 0;
	reg [30:0] 	n_2	 						= 0;
	reg [31:0] 	m_2	 						= 0;
	reg 			signal_1						= 0;
	reg 			signal_2						= 0;	
	reg 			direction_1					= 0;
	reg 			direction_2					= 0;		
	reg			stepper_driving_reg_1 	= 0;
	reg			stepper_driving_reg_2 	= 0;
	reg [31:0]	stepper_step_1				= 0;
	reg [31:0]	stepper_step_2				= 0;	
	reg [31:0]	stepper_speed_reg_1		= 0;
	reg [31:0]	stepper_speed_reg_2		= 0;
	reg 			step_changed	 			= 0;
	reg [31:0]	recount						= 0;
	reg			f								= 0;
	reg [1:0]	x								= 0;  
	reg [1:0]	y								= 0;  
	assign steppers_driving = stepper_driving_reg_1 | stepper_driving_reg_2;	
	assign step_signal_1 = signal_1;	
	assign step_signal_2 = signal_2;	
	assign dir_1 = direction_1;
	assign dir_2 = direction_2;
	assign stepper_step_out_1 = stepper_step_1;
	assign stepper_step_out_2 = stepper_step_2;
	always @(posedge clk)
	begin	
		if (~stepper_driving_reg_1 & ~stepper_driving_reg_2 & ~f)
		begin
			if (start_driving == 1'b1)
				if ((stepper_step_in_1[30:0] != 0) | (stepper_step_in_2[30:0] != 0))
				begin
					stepper_step_1 = stepper_step_in_1;
					stepper_step_2 = stepper_step_in_2;
					stepper_speed_reg_1 = stepper_speed_1;
					stepper_speed_reg_2 = stepper_speed_2;
					stepper_driving_reg_1 = 1'b1;
					stepper_driving_reg_2 = 1'b1;
					signal_1 = 1'b1;	
					signal_2 = 1'b1;	
					n_1 = stepper_step_1[30:0];
					n_2 = stepper_step_2[30:0];
					direction_1 = stepper_step_1[31];
					direction_2 = stepper_step_2[31];
					if (stepper_step_1[31])
						n_1 = ~n_1 + 1;
					m_1 = stepper_speed_reg_1 - 1;
					if (stepper_step_2[31])
						n_2 = ~n_2 + 1;
					m_2 = stepper_speed_reg_2 - 1;
					step_changed = 0;	
					f = 1;					
					if ((direction_1 == 0) & (direction_2 == 0))
					begin
						x = 2;
						if (n_1 > n_2)
							y = 2;
						else 
						begin
							if (n_1 == n_2)
								y = 0;
							else
								y = 1;
						end
					end
					if ((direction_1 == 0) & (direction_2 == 1))
					begin
						y = 2;
						if (n_1 > n_2)
							x = 2;
						else 
						begin
							if (n_1 == n_2)
								x = 0;
							else
								x = 1;
						end
					end
					if ((direction_1 == 1) & (direction_2 == 0))
					begin
						y = 1;
						if (n_2 > n_1)
							x = 2;
						else 
						begin
							if (n_1 == n_2)
								x = 0;
							else
								x = 1;
						end
					end
					if ((direction_1 == 1) & (direction_2 == 1))
					begin
						x = 1;
						if (n_2 > n_1)
							y = 2;
						else 
						begin
							if (n_1 == n_2)
								y = 0;
							else
								y = 1;
						end
					end
				end
		end
		else
		begin	
			if (((xmin & (x != 1)) | (xmax & (x != 2)) | (!xmin & !xmax)) & ((ymin & (y != 1)) | (ymax & (ymax != 2)) | (!ymin & !ymax)))
			begin
				if (stepper_driving_reg_1)
				begin
					if (n_1 != 0)
					begin
						if (m_1 != 0)
							m_1 = m_1 - 1;
						else
							begin
								signal_1 = ~signal_1;
								m_1 = stepper_speed_reg_1 - 1;
								if (signal_1 == 0)
									n_1 = n_1 - 1;
								if (direction_1 == 1'b0)
									stepper_step_1 = {direction_1, n_1};
								else
									stepper_step_1 = {direction_1, ~n_1 + 1};
							end				
					end
					else
					begin
						if (signal_1 == 1)
							n_1 = n_1 - 1;
						signal_1 = 1'b0;
						stepper_driving_reg_1 = 1'b0;
						if (direction_1 == 1'b0)
							stepper_step_1 = {direction_1, n_1};
						else
							stepper_step_1 = {direction_1, ~n_1 + 1};
					end
				end
				if (stepper_driving_reg_2)
				begin
					if (n_2 != 0)
					begin
						if (m_2 != 0)
							m_2 = m_2 - 1;
						else
							begin
								signal_2 = ~signal_2;
								m_2 = stepper_speed_reg_2 - 1;
								if (signal_2 == 0)
									n_2 = n_2 - 1;
								if (direction_2 == 1'b0)
									stepper_step_2 = {direction_2, n_2};
								else
									stepper_step_2 = {direction_2, ~n_2 + 1};
							end
					end
					else
					begin
						if (signal_2 == 1)
							n_2 = n_2 - 1;
						signal_2 = 1'b0;
						stepper_driving_reg_2 = 1'b0;
						if (direction_2 == 1'b0)
							stepper_step_2 = {direction_2, n_2};
						else
							stepper_step_2 = {direction_2, ~n_2 + 1};
					end
				end
			end
			else
			begin
				if (signal_1 == 1)
					n_1 = n_1 - 1;
				signal_1 = 1'b0;
				stepper_driving_reg_1 = 1'b0;
				if (direction_1 == 1'b0)
					stepper_step_1 = {direction_1, n_1};
				else
					stepper_step_1 = {direction_1, ~n_1 + 1};
				if (signal_2 == 1)
					n_2 = n_2 - 1;
				signal_2 = 1'b0;
				stepper_driving_reg_2 = 1'b0;
				if (direction_2 == 1'b0)
					stepper_step_2 = {direction_2, n_2};
				else
					stepper_step_2 = {direction_2, ~n_2 + 1};
			end
		end	
		if (start_driving == 0)
			f = 0;
	end
endmodule
==> flow/run.sh <==
#!/bin/bash
# OpenROAD 26Q1-2900-gdf79404cd8, Yosys 0.63+post, stock flow scripts
make -C /OpenROAD-flow-scripts/flow DESIGN_CONFIG=/design/flow/config.mk WORK_HOME=/design/flow/orfs finish
==> flow/config.mk <==
export PLATFORM = sky130hd
export DESIGN_NAME = stepper_corexy_new
export DESIGN_NICKNAME = stepper_corexy_new
export VERILOG_FILES = /design/flow/design.v
export SDC_FILE = /design/flow/constraint.sdc
export NUM_CORES = 4
export LEC_CHECK = 1
export CORE_UTILIZATION = 30
==> flow_summary.ini <==
; yosys + openroad results
[min_path]
hold_path.class = reg -> reg

[die]
rows = 88
dieWidth_um = 243
dieArea_um2 = 59100
die_h_um = 243
core_um2 = 57600
fp_util_pct = 30.3
io_pins = 204

[clock_network]
hold_buffers = 0
clock_sinks = 263
post_cts_buffers = 0
path_clk_slew_ns = 0.06
cts_root_buf = clkbuf_16
h-tree-depth = 1
cts_buffers = 31
cts_resized = 0
clkLatencyLatePin_ns = 0.60
cts_tree = done
clk_path_buf_depth = 3

[routing]
viasPerCell = 5.30
routed_wl_mm = 53.6
drc = 0
route.detailed.wl_per_inst_um = 19.2
drt-initial-drc-count = 1075
first_pass_iters = 7
vias = 14700
ant_nets = 0

[grt]
gr-usage-all-layers_pct = 18.6
grt_max_degree = 147
overflow = 0
grt_pass1_wl_mm = 82.7
first_global_vias = 14000
antenna_found_initial = 5

[pwr]
vdd_ir_drop_max_mv = 0.0669
power-per-cell-area_nw_per_um2 = 144
power_mw = 3.10
leakage_nw = 7.19

[finish]
regArea_um2 = 7890
syn2layout_area_growth_pct = 23.6
logic_area_um2 = 9160
fin_area_um2 = 21500
n_fill_cell = 5477
fin_cells = 2782
drive_above_1_share_pct = 7.01

[outcome]
outcome = finished clean

[job]
max-cap-violations = 0
warnings = 31

[synthesis]
synth.distinct_cells = 81
async_flop_share_pct = 0
yosysCellCount = 1800
syn_inst = 1800
flop_cell = edfxtp_1
postSynthSeqShare_pct = 45.2
synth-seq-cells = 263
edf_count = 262
mappedNetlistArea_um2 = 17400
yosys_area_um2 = 17400
synth_warnings = 1
postSynthAreaPerCell_um2 = 9.69

[final_timing]
whs_ns = 0.559
fmax_mhz = 118
period_needed_ns = 8.45
tightest_slew_ns = 0.888
rsz0062_at_grt = no
finalHoldViolCount = 0
worst_slew_margin_rel_pct = 40.3
finalCritPeriodShare_pct = 42.0
setup_viol = 0
finClkSkew_ns = 0.0175
slew_violations = 0
final.setup.tns_ns = 0

[worst_setup_path]
crit_required_ns = 20.54
critPathArrivalTime_ns = 8.89
start_kind = input port
critical_path_class = in -> reg
endpoint_kind = flop
worst-path-max-fanout = 5

[placement]
placed_area_um2 = 20400
dp_hpwl_mm = 39.2
dp_cells = 2719
globalplace.congestion = 0.974
portBuffers = 202
==> per-layer routing <==
metal / up-vias / routed length [um] / global-route usage (%)
met1: 7052 / 24100 / 28.2
met3: 59 / 4270 / 5.15
met5: - / 0 / 0
met2: 487 / 23900 / 27.6
met4: 0 / 1260 / 3.79
li1: 7147 / - / -
==> cell usage in the layout, fill, tap and decap left out, drive strengths merged, types with 36 or more instances in the layout <==
master,n
nand2,178
nor2,182
edfxtp,262
nand3,56
a21oi,118
mux2i,41
nor3,57
xnor2,127
nor4,62
ha,41
xor2,81
o21ai,96
buf,36
clkdlybuf4s50,202
==> worst paths after layout <==
kind                   startpoint  depth (start not counted)                  to  slack (ns)
min reg2reg                     f                          2                   f        0.56
min                             f                          2                   f        0.56
max reg2reg     stepper_step_1[0]                         11  stepper_step_1[23]       15.52
max          stepper_step_in_2[0]                         16                x[1]       11.65
==> worst max-delay path, stage by stage <==
cell and delay [ns]:
clkdlybuf4s50_1 0.46, or3_1 0.46, nand4bb_1 0.29, or2_2 0.35, or3_1 0.45, o31ai_1 0.28, xnor2_1 0.20, ha_1 0.34
nand4_1 0.08, or3_1 0.40, nor3_1 0.46, o221ai_1 0.27, nand3_1 0.22, a21oi_1 0.16, o21ai_0 0.24, a21boi_0 0.21
==> flip-flops by register name (all words and copies together) (netlist names) <==
name                   flops
stepper_step_1            32
stepper_speed_reg_1       32
stepper_driving_reg_2      1
x                          2
signal_1                   1
m_2                       32
n_2                       30
y                          2
stepper_step_2            32
stepper_driving_reg_1      1
n_1                       30
stepper_speed_reg_2       32
direction_1                1
direction_2                1
signal_2                   1
m_1                       32
f                          1
==> cells by family after synthesis <==
| family | count (synthesis) | synth area share [%] |
|---|---|---|
| simple gates | 742 | 21.8 |
| compound gates | 382 | 14.1 |
| flops | 263 | 45.2 |
| xor+xnor | 208 | 10.4 |
| buf+inv | 116 | 2.65 |
| mux | 48 | 2.81 |
| fa+ha+maj | 41 | 2.94 |
==> Yosys cell counts, types with 9 or more instances <==
| library cell | count | share of area, % |
|---|---|---|
| a211o_1 | 12 | 0.60 |
| a211oi_1 | 9 | 0.39 |
| a21o_1 | 12 | 0.52 |
| a21oi_1 | 117 | 3.4 |
| a221oi_1 | 13 | 0.65 |
| a31oi_1 | 11 | 0.39 |
| and2_1 | 20 | 0.72 |
| and3_1 | 9 | 0.32 |
| buf_2 | 15 | 0.43 |
| clkbuf_1 | 59 | 1.3 |
| edfxtp_1 | 262 | 45 |
| ha_1 | 41 | 2.9 |
| inv_1 | 31 | 0.67 |
| mux2i_1 | 41 | 2.4 |
| nand2_1 | 178 | 3.8 |
| nand2b_1 | 14 | 0.50 |
| nand3_1 | 56 | 1.6 |
| nand3b_1 | 10 | 0.43 |
| nand4_1 | 35 | 1.3 |
| nor2_1 | 182 | 3.9 |
| nor2b_1 | 9 | 0.32 |
| nor3_1 | 55 | 1.6 |
| nor4_1 | 58 | 2.1 |
| nor4b_1 | 9 | 0.45 |
| o21a_1 | 9 | 0.39 |
| o21ai_0 | 93 | 2.7 |
| o31ai_1 | 27 | 1.2 |
| o41ai_1 | 13 | 0.65 |
| or2_2 | 18 | 0.65 |
| or3_1 | 32 | 1.1 |
| or4_1 | 15 | 0.65 |
| xnor2_1 | 127 | 6.4 |
| xor2_1 | 81 | 4.1 |
==> stage by stage <==
step                      utilization [%]  setup slack, ns
after detailed placement             35.5            11.00
final                                37.4            11.65
after global placement               35.5            10.98
after CTS                            37.4            11.62
after global routing                 37.4            11.31
after floorplan                         -            11.32
==> report_power, final <==
group | switching, mW | internal [mW] | leakage (nW)
sequential | 0.170 | 0.981 | 2.48
clock | 0.246 | 0.373 | 0.533
combinational | 0.773 | 0.557 | 4.17
total | 1.19 | 1.91 | 7.19
==> cell type report <==
cell class                 count  area share, %
antenna                        5         0.0581
tap                          765           4.44
clock inverter                25           1.51
timing repair buffer         238           10.7
sequential                   263           36.6
clock buffer                  33           3.63
inverter                      32          0.557
multi-input combinational   1421           42.5
Power and IR drop assume default switching activity.
